## run.sh

```bash
#!/bin/bash
# OpenROAD 26Q1-2900-gdf79404cd8, Yosys 0.63+post, stock flow scripts
make -C /OpenROAD-flow-scripts/flow DESIGN_CONFIG=/design/flow/config.mk WORK_HOME=/design/flow/orfs finish
```

## config.mk

```make
export PLATFORM = sky130hd
export DESIGN_NAME = MovingAvg
export DESIGN_NICKNAME = MovingAvg
export VERILOG_FILES = /design/flow/design.v
export SDC_FILE = /design/flow/constraint.sdc
export NUM_CORES = 4
export LEC_CHECK = 1
export CORE_UTILIZATION = 30
```

## constraint.sdc

```tcl
current_design MovingAvg

set clk_period 6.4
set clk_io_pct 0.2

create_clock -name clk0 -period $clk_period [get_ports {clk}]

set non_clock_inputs [all_inputs -no_clocks]
set_input_delay [expr $clk_period * $clk_io_pct] -clock clk0 $non_clock_inputs
set_output_delay [expr $clk_period * $clk_io_pct] -clock clk0 [all_outputs]
```

## design.v

```verilog
module Accumulator #(parameter len=8, width=16)
(
  input  logic   				clk,reset_n,
  input  logic [width-1:0] first, last,
  output logic [width+2**len-2:0] out  
);
	logic [width+2**len-2:0] intermediate;
	always_ff@(posedge clk) begin
		if (reset_n != 1'b1) begin 
			intermediate <= 0;	
			out <= 0;			
		end
	   else begin 
			intermediate <= out + first;
			out <= intermediate - last;
		end
	end
endmodule
module MovingAvg #(parameter len=9, width=12)  
(
  input  logic   				clk,reset_n,
  input  logic [width-1:0] d,
  output logic [width-1:0] result  
);
	logic [width-1:0] register_pipeline [2**len-1:0];
	logic [width+2**len-2:0] accumulator_result;
	logic [width-1:0] q;
	assign q = register_pipeline[2**len-1];
	assign result = accumulator_result >> len;
	always_ff@(posedge clk) begin
		if (reset_n != 1'b1) begin 
			for (int i = 0; i < 2**len; i++)		
				register_pipeline[i] <= 0;
		end
	   else begin 
			for (int i = 1; i < 2**len; i++)
				register_pipeline[i] <= register_pipeline[i-1];
			register_pipeline[0] <= d;
		end
	end
	Accumulator #(.len(len), .width(width)) Accumulator_ins(.clk(clk), .reset_n(reset_n), .first(d), .last(q), .out(accumulator_result));
endmodule
```

==> deck_impl_summary.md <==
Implementation Results

Run status
  • Status: complete, no violations

Final layout
  • Area delta synth->final: 16.6%
  • Sequential cell area: 0.124 mm²
  • Design Area, Final: between 0.15 and 0.2 mm²
  • FILL cells: 52600
  • Most frequent cells in the layout: dfxtp_1 (6186), and2_1 (6172), clkbuf_16 (614)
  • Final core occ: 35.2%
  • Share of cells above drive strength 1: approximately 7.3%
  • Commonest Layout Cell: dfxtp_1
  • Combinational Area: around 0.04 mm²

Final timing
  • Fmax: 271 MHz
  • Final Slew Violations: 0
  • Worst slew pin tran: 785 ps
  • Unrepaired setup endpoints after global routing: false
  • Setup TNS Final: 0 ps
  • Cycle use final: 57.8%
  • Relative slew slack: 47.7%
  • Final setup fails: 0
  • Final worst path period need: about 3700 ps
  • Final hold vios: 0
  • Final setup skew: between 40 and 50 ps

Worst setup path
  • Critical path's largest stage delay: 930 ps
  • Startpoint types: flip-flop
  • CP top delay family: buffers and inverters
  • Slowest stage cell, crit path: clkdlybuf4s50_1
  • CP endpoint kind: output port
  • Kind of critical path: flip-flop to output port
  • CP max FO: 5
  • R2R depth: 9
  • Critical Path RT: 5120 ps
  • Critical path arrival: 2420 ps
  • WP depth: 1
  • Critical path buffers and inverters: 1
  • CP cell instances: clkdlybuf4s50_1

Power and ir drop
  • Total internal power: 0.0599 W
  • Clk pwr share: 46.9%
  • Gate power share: 1.6%
  • Switching Power: 0.0152 W
  • Static Leak: slightly below 80 nW
  • Power per cell area: 386 mW/mm²
  • Flop pwr share: 51.5%
  • Total power: 0.0751 W
  • Switching Fraction: 20.2%
  • Peak VDD IR: 0.000274 V

Clock network
  • Root buf cell: clkbuf_16
  • CTS Buf Count: 610
  • Clock buffer depth: 4
  • Clock sink total: 6186
  • Clock latency (worst-skew pair): 990 ps
  • H-tree Lvls: 6
  • Post-CTS Setup Inserts: 0
  • Post-CTS sizing: 0
  • CTS Hold Bufs: 0
  • Clock Pin Slew Worst Setup and Hold Paths: 60 ps
  • CTS tree: yes

Logic synthesis
  • Complex Gates by Area: 0.302%
  • Largest family of logic cells by area: simple AND/OR/NAND/NOR gates
  • XOR/XNOR share of the synthesized area: less than 1%
  • Ys async rst share: 0%
  • MUX area fraction: 0.0420%
  • Registers, synthesis: between 6000 and 7000
  • Post-Synth Simple-Gate Area: approximately a quarter
  • YS chip area: 0.167 mm²
  • Mapped Area: between 0.15 and 0.2 mm²
  • Largest type area fraction: 74.3%
  • Top cells by area, synth: dfxtp_1 (74%), and2_1 (23%), clkbuf_1 (1.6%), ha_1 (0.18%), xor2_1 (0.089%)
  • Avg Inst Size Synth: about 13 µm²
  • Yosys cell count: 13300
  • Yosys top cell by area: dfxtp_1
  • Cells after Synth: approximately 13000
  • Yosys cell types: 49
  • Dominant flop cell: dfxtp_1
  • Post-Synth Adder-Cell Area: 0.204%
  • Count of library flops with an enable pin: 0
  • Yosys warning total: 3
  • Seq share, synth: roughly 74%

Place
  • DP Area: 0.174 mm²
  • Placer congestion estimate: about 0.73
  • Buffers on Ports: 25
  • Post-DP HPWL: approximately 76000 µm

Route
  • Post-route ant nets: 0
  • Initial DRC Count: between 3000 and 4000
  • Via density: around 3.6
  • WL/cell: 9.09 µm
  • # DRC: 0
  • DR vias: 75800
  • Total Routed Length: 191000 µm
  • First drt pass iteration count: 4

Floorplanning
  • CORE AREA: 0.553 mm²
  • Die area: ~0.56 mm²
  • Die H: 747 µm
  • Die Wd: 747 µm
  • Row cnt: 273
  • # IOs: 26
  • Core Util at FP: around 30%

Hold path
  • Cells on Worst Hold Path: 1
  • Hold crit path type: flip-flop to flip-flop

Global route
  • Largest net degree at the start of global routing: 248
  • GR Overflow Total: 0
  • Total track usage: 7.09%
  • Antenna violations before repair: 3
  • Global-route wire length before repair: 342000 µm
  • Number of global-route vias before repair: 72800

Run
  • Number of max-cap violations: 0
  • OpenROAD warning count: 79
[synthesized netlist by cell type (2+ instances only)]
cell type     n
o21ai_0      14
dfxtp_1    6186
or3_1         2
nor2_1        8
nor2b_1       3
mux2i_1       7
nor3_1        3
xor2_1       17
a21oi_1      23
xnor2_1       7
nand2_1      15
inv_1        20
nand3_1       8
a2111oi_0     3
nand2b_1      9
a211oi_1      4
ha_1         24
and3_1        7
nand4_1       4
a21o_1        5
buf_4        13
and2_1     6172
o21a_1        3
fa_1          2
o2111ai_1     2
clkbuf_1    689
o211ai_1      4
[flip-flops by register name, summed over array words and instances (netlist names)]
name / cells
Accumulator_ins.intermediate: 21
Accumulator_ins.out: 21
register_pipeline: 6144
[worst paths after layout]
| path | start | to | slack, ps |
|---|---|---|---|
| max | Accumulator_ins.out[12] | result[3] | 2700 |
| max reg2reg | register_pipeline[511][0] | Accumulator_ins.out[18] | 3540 |
| min reg2reg | register_pipeline[332][7] | register_pipeline[333][7] | 400 |
| min | register_pipeline[332][7] | register_pipeline[333][7] | 400 |
[logic make-up after synthesis]
| logic type | Yosys count |
|---|---|
| AND-OR/OR-AND | 72 |
| flip-flops | 6186 |
| AND/OR/NAND/NOR | 6237 |
| buffers and inverters | 724 |
| multiplexers | 7 |
| XOR/XNOR | 24 |
| adder cells (fa/ha/maj) | 26 |
[metrics by stage]
step | hold WS [ps] | instances | setup slack, ps
CTS | 404 | 21000 | 2460
finish | 400 | 21000 | 2700
floorplan | 406 | 13300 | 3100
detailed placement | 417 | 19900 | 2290
global route | 416 | 21000 | 2550
global placement | 413 | 19900 | 2170
[final cells by class]
type	count	share of cell area, %
inverter	20	0.0386
tap	7287	4.69
clock buffer	908	9.28
antenna	1	0.00129
sequential	6186	63.7
clock inverter	183	1.26
multi-input combinational	6366	20.6
timing repair buffer	72	0.435
[layer usage]
layer,vias to the layer above,routed length (µm),track usage [%]
li1,40200,-,-
met1,34300,109000,11.9
met2,781,67300,9.17
met3,521,8790,1.69
met4,0,6410,2.32
met5,-,0,0
[power by group through the flow]
stage	Clock, W	Sequential [W]	Combinational [W]
finish	0.0352	0.0386	0.00120
CTS	0.0366	0.0386	0.00124
global route	0.0382	0.0386	0.00137
Power is estimated from default activity; no workload was simulated.
