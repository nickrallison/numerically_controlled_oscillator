--- flow/design.v ---
module averager256
#(parameter int  N    = 8,
					  bits = 11)
 (input  logic           clk,
                         EN,       
                         reset_n,
   input  logic [bits:0] Din,      
   output logic [bits:0] Q); 
  logic [bits:0] REG_ARRAY [2**N:1];
  logic [N+bits:0] sum;
  logic safe_EN, temp_EN;
	always_ff @(posedge clk) begin  
		if(!reset_n) begin
			for(int i = 1; i < 2**N+1; i++)  
				REG_ARRAY[i] <= 0;
			Q <= 0;
			sum <= 0;
		end
		else if(safe_EN) begin
			REG_ARRAY[1] <= Din;
			for(int j = 1; j < 2**N; j++)  
				REG_ARRAY[j+1] <= REG_ARRAY[j];
			sum <= sum + Din - REG_ARRAY[256];
			Q <= sum >> N;
		end
	end
	always_ff @(posedge clk)
		temp_EN <= EN;
	assign safe_EN = (!temp_EN)&EN;
endmodule                                                                     
--- flow/run.sh ---
#!/bin/bash
# OpenROAD 26Q1-2900-gdf79404cd8, Yosys 0.63+post, stock flow scripts
make -C /OpenROAD-flow-scripts/flow DESIGN_CONFIG=/design/flow/config.mk WORK_HOME=/design/flow/orfs finish
--- flow/config.mk ---
export PLATFORM = sky130hd
export DESIGN_NAME = averager256
export DESIGN_NICKNAME = averager256
export VERILOG_FILES = /design/flow/design.v
export SDC_FILE = /design/flow/constraint.sdc
export NUM_CORES = 4
export LEC_CHECK = 1
export CORE_UTILIZATION = 40
--- flow/constraint.sdc ---
current_design averager256

set clk_period 269.1
set clk_io_pct 0.2

create_clock -name clk0 -period $clk_period [get_ports {clk}]

set non_clock_inputs [all_inputs -no_clocks]
set_input_delay [expr $clk_period * $clk_io_pct] -clock clk0 $non_clock_inputs
set_output_delay [expr $clk_period * $clk_io_pct] -clock clk0 [all_outputs]
==> flow_summary.json <==
{
  "core_area_um2": 283000,
  "synth_area_per_cell_um2": 8.371,
  "cts_resized": 0,
  "period_minus_slack_ns": 58.51,
  "ys_seq_share": 0.5445,
  "crit_type": "in -> reg",
  "hold_path_class": "reg -> reg",
  "finalCritPeriodShare": 0.2174,
  "leakagePower_nw": 39.65,
  "hpwl_um": 94240,
  "finalSetupViolCount": 0,
  "place_inst": 16500,
  "die_w_um": 536.2,
  "drt_first_pass_iters": 5,
  "gr-usage-all-layers": 0.1345,
  "critPathTopFamily": "buffers and inverters",
  "fin_tns_setup_ns": 0,
  "htree_levels": 5,
  "io_pins": 27,
  "yosys_warnings": 2,
  "critical_path.most_common_cell": "buf_4",
  "cts_setup_buffers": 0,
  "final-max-slew-violation-count": 0,
  "edf_count": 0,
  "tightest_slew_ns": 0.7845,
  "routedWlPerCell_um": 10.92,
  "first_iter_violations": 4209,
  "critical_path_required_ns": 269.83,
  "cts_hold_buffers": 0,
  "fin_cells": 17060,
  "worstPathCellList": "clkdlybuf4s50_1 -> nand2b_4 -> buf_4 -> buf_4 -> buf_12 -> buf_4 -> buf_4 -> buf_4 -> nand2_1 -> a21boi_0",
  "arrival_ns": 59.24,
  "cts-buffers-inserted": 322,
  "flop_cell": "dfxtp_1",
  "die_h_um": 536.2,
  "cts_tree": "yes",
  "path_clk_slew_ns": 0.06,
  "place_congestion": 0.7272,
  "slew_headroom": 0.4770,
  "synthCells": 13640,
  "crit_path_max_fanout": 155,
  "async_reset_ff_frac": 0,
  "power_mw": 0.9295,
  "remaining_drc_errors": 0,
  "final.setup_skew_ns": 0.02554,
  "lay_top_count": "nand2_1",
  "area_delta_synth_final_pct": 10.78,
  "row_count": 195,
  "clkLatencyLatePin_ns": 0.85,
  "grt_pass1_vias": 75790,
  "ys_ff": 3105,
  "slowest_stage": "buf_4",
  "antenna_found_initial": 1,
  "wl_um": 186300,
  "maxCapViolations": 0,
  "slowest_delay_ns": 0.72,
  "status": "complete, no violations",
  "fin_ws_ns": 210.60,
  "cts_sinks": 3105,
  "peakVddDrop_uv": 5.297,
  "ant_nets": 0,
  "portBuffers": 26,
  "lay_top_cells": "nand2_1, dfxtp_1, a21boi_0",
  "dp_slack_ns": 209.71,
  "grt_pass1_wl_um": 338000,
  "fmax_ghz": 0.01709,
  "warning_count": 41,
  "initCoreUtil": 0.4034,
  "yosys_cells": 13640,
  "via_per_inst": 4.714,
  "rsz0062_at_grt": "false",
  "yosysChipArea_um2": 114200,
  "clockRootBuffer": "clkbuf_16",
  "power_per_cell_area_nw_per_um2": 7.349,
  "vias": 80400,
  "cp_num_buf_inv": 7,
  "overflow": 0,
  "grt_max_degree": 186,
  "syn_area_um2": 114200,
  "chipArea_um2": 287500,
  "synth.distinct_cells": 47,
  "holdWs_ns": 0.4440,
  "end_kind": "flop",
  "clockBufferDepth": 4,
  "critical_path.startpoint_type": "input port",
  "hold_viol": 0,
  "drive_gt1_frac": 0.04667
}
==> worst register-to-register path, stage by stage, from the launching register on <==
cell and delay, ns:
dfxtp_1 0.37, nand2b_4 0.53, buf_4 0.66, buf_4 0.69, buf_12 0.53, buf_4 0.83, buf_4 0.66, buf_4 0.74
nand2_1 0.15, a21boi_0 0.19
==> flip-flops by register name, summed over array words and instances, names as in the netlist <==
signal and cells:
sum 20, Q 12, REG_ARRAY 3072, temp_EN 1
==> cell families (layout without fill, tap and decap cells) <==
| logic type | count (synthesis) | in the layout | share of synthesized area |
|---|---|---|---|
| DFF | 3105 | 3105 | 0.5445 |
| AOI/OAI and AO/OA | 3146 | 3146 | 0.2067 |
| adders and majority gates | 32 | 32 | 0.004296 |
| buffers and inverters | 1100 | 770 | 0.03734 |
| and+or+nand+nor | 6239 | 6239 | 0.2059 |
| xor gates and xnor gates | 13 | 13 | 0.0009974 |
| other | 0 | 5 | 0 |
| muxes | 2 | 2 | 0.0001754 |
==> final cells by class <==
class | instances | area, um2
diodes | 5 | 12.51
clock buffers | 481 | 9585
clock inverters | 71 | 714.4
fillers | 27650 | 156600
inverters | 62 | 232.7
multi-input cells | 9432 | 47750
flip-flops and latches | 3105 | 62160
well taps | 3743 | 4683
repair buffers | 156 | 1329
==> metal layers <==
metal  GRT usage  vias up  wire (um)
met5           0        -          0
met4     0.03415        0       5301
met3     0.01687      362       4485
met2      0.2168      440      80510
met1      0.1972    37040      95980
li1            -    42560          -
==> Yosys cell counts, types with 2 or more instances <==
cell	n	area (um2)
a21oi_2	3	26.28
o21ai_0	16	80.08
nand2b_1	2	12.51
xor2_1	3	26.28
xnor2_1	10	87.58
a21boi_0	3087	23170
clkbuf_1	912	3423
nand2_1	6196	23260
a21o_1	6	45.04
nor2_1	5	18.77
o211ai_1	2	15.01
and3_1	2	12.51
o221ai_1	2	17.52
a21oi_1	11	55.05
and2_1	12	75.07
buf_2	107	535.5
a31oi_1	3	18.77
nand3b_1	2	15.01
o21bai_1	2	15.01
inv_1	62	232.7
nand3_1	9	45.04
buf_1	19	71.32
ha_1	20	250.2
nand4_1	5	31.28
mux2i_1	2	20.02
fa_1	12	240.2
dfxtp_1	3105	62160
==> report_power, final <==
part	internal, mW	leakage (nW)	switching [mW]
sequential	0.460	25.0	0.000579
combinational	0.0115	9.56	0.0251
clock	0.257	5.10	0.175
==> path summary, 6_finish.rpt <==
kind                     startpoint                  to  slack, ns  cells after the start
setup / recovery                 EN  REG_ARRAY[138][10]     210.60                     10
hold / removal    REG_ARRAY[181][0]   REG_ARRAY[182][0]       0.44                      2
setup reg to reg            temp_EN  REG_ARRAY[138][10]     263.65                      9
hold reg to reg   REG_ARRAY[181][0]   REG_ARRAY[182][0]       0.44                      2
==> metrics by stage <==
step	util	instance area, um2
6_report	0.4469	126500
5_1_grt	0.4469	126500
4_1_cts	0.4468	126500
3_5_place_dp	0.4104	116200
3_3_place_gp	0.4104	116200
2_1_floorplan	-	114200
Power is estimated from default activity; no workload was simulated.
